File: /design/flow/run.sh
#!/bin/bash
# OpenROAD 26Q1-2900-gdf79404cd8, Yosys 0.63+post, stock flow scripts
make -C /OpenROAD-flow-scripts/flow DESIGN_CONFIG=/design/flow/config.mk WORK_HOME=/design/flow/orfs finish
File: /design/flow/config.mk
export PLATFORM = sky130hd
export DESIGN_NAME = lab5
export DESIGN_NICKNAME = lab5
export VERILOG_FILES = /design/flow/design.v
export SDC_FILE = /design/flow/constraint.sdc
export NUM_CORES = 4
export LEC_CHECK = 1
export CORE_AREA = 10 10 70 70
export DIE_AREA = 0 0 80 80
export SYNTH_HDL_FRONTEND = slang
File: /design/flow/constraint.sdc
current_design lab5

set clk_period 1.2
set clk_io_pct 0.2

create_clock -name clk0 -period $clk_period

set non_clock_inputs [all_inputs -no_clocks]
set_input_delay [expr $clk_period * $clk_io_pct] -clock clk0 $non_clock_inputs
set_output_delay [expr $clk_period * $clk_io_pct] -clock clk0 [all_outputs]
File: /design/flow/design.v
`timescale 1ns / 1ps
module lab5(
    input logic [3:0] a,
    input logic [2:0] sel,
    output logic A, B, C, D, E, F, G,
    output logic [7:0] AN
  );
    assign A = (~a[3] & ~a[2] & ~a[1] & a[0]) | (~a[3] & a[2] & ~a[1] & ~a[0]) | 
               (a[3] & a[2] & ~a[1] & a[0]) | (a[3] & ~a[2] & a[1] & a[0]);
    assign B = (a[2] & a[1] & ~a[0]) | (a[3] & a[1] & a[0]) |
               (a[3] & a[2] & ~a[0]) | (~a[3] & a[2] & ~a[1] & a[0]);
    assign C = (~a[3] & ~a[2] & a[1] & ~a[0]) | (a[3] & a[2] & a[1]) |
               (a[3] & a[2] & ~a[0]);
    assign D = (~a[3] & a[2] & ~a[1] & ~a[0]) | (~a[3] & ~a[2] & ~a[1] & a[0]) |
               (a[2] & a[1] & a[0]) | (a[3] & ~a[2] & a[1] & ~a[0]);
    assign E = (~a[3] & a[0]) | (~a[2] & ~a[1] & a[0]) |
               (~a[3] & a[2] & ~a[1]);
    assign F = (~a[3] & ~a[2] & a[0]) | (~a[3] & ~a[2] & a[1]) |
               (~a[3] & a[1] & a[0]) | (a[3] & a[2] & ~a[1] & a[0]);
    assign G = (~a[3] & ~a[2] & ~a[1]) | (a[3] & a[2] & ~a[1] & ~a[0]) |
               (~a[3] & a[2] & a[1] & a[0]);
    assign AN[0] = (sel[2] | sel[1] | sel[0]);
    assign AN[1] = (sel[2] | sel[1] | ~sel[0]);
    assign AN[2] = (sel[2] | ~sel[1] | sel[0]);
    assign AN[3] = (sel[2] | ~sel[1] | ~sel[0]);
    assign AN[4] = (~sel[2] | sel[1] | sel[0]);
    assign AN[5] = (~sel[2] | sel[1] | ~sel[0]);   
    assign AN[6] = (~sel[2] | ~sel[1] | sel[0]);
    assign AN[7] = (~sel[2] | ~sel[1] | ~sel[0]);
endmodule
==> results.ini <==
[critical_path]
worst_path_largest_cell_delay_ps = 270
worst_ep_required_time_ps = 960
crit_chain = buf_12 -> buf_8 -> and4b_1 -> a211o_1 -> buf_2
crit_fanout = 5
endpoint_kind = output port
setup.worst_path.start_class = input port
worstSetupPathType = input port to output port
critPathArrivalTime_ps = 1040
crit_slowest_cell = a211o_1

[cells_and_area]
lay_top_count = buf_4
regArea_um2 = 0
area.growth.synth_to_final_pct = 185
clockBufferCount = 0
flops = 0
lay_top_cells = buf_4, buf_2, buf_6
logic_area_um2 = 315
fill_cells = 380
drive_gt1_share_pct = 63.7
fin_cells = 126

[synth]
synth_stat.cells = 40
avgSynthCellArea_um2 = 6.82
ys_area_um2 = 273
synthCells = 40
ys_types = 24
ys_warn_count = 0
synth.cell_area_um2 = 273
ys_seq_share_pct = 0

[floorplanning]
core_region_area_um2 = 3420
die_x_um = 80
num_rows = 21
die_h_um = 80
fp_util_pct = 7.99
chip_area_um2 = 6400
ios = 22

[sta]
rsz0062_at_grt = yes
slew_headroom_pct = 86.3
final.min_clock_period_ps = 1280
post-route-period-util_pct = 107
timing.hold.ws_ps = 848
finalWorstSetupSlack_ps = -82.1
slew_viol_final = 0
fin_setup_tns_ps = -156
max_freq_mhz = 780
setup_violations = 4
hold_violations = 0
tightest_slew_ps = 205

[route]
antenna_left = 0
routed_wirelength_mm = 1.31
viasPerCell = 3.56
wl_per_cell_um = 10.4
drt_iter0_markers = 35
drc = 0
diodes = 0
first_pass_iters = 4
vias = 449

[placement]
dpl.hpwl_um = 919
gp_congestion = 0.670
port_buffers = 22
dp_cells = 114
pre_cts_ws_ps = -879

[global_route]
gr-total-overflow = 0
grt_usage_pct = 3.58
grt_pass1_vias = 423
grt_max_degree = 10
grt_pass1_wl_mm = 1.97
antenna_found_initial = 0

[pwr]
powerDensity_nw_per_um2 = 308
p_int_w = 0.000150
combPwrFrac_pct = 100.0
p_seq_share_pct = 0
p_sw_w = 0.0000892
power_frac_clock_pct = 0
p_leak_nw = 0.348
swShare_pct = 37.3
vdd_drop_max_v = 0.0000593
power.total_w = 0.000239

[run_status]
violations = negative setup slack
status = finished, violations left

[flow_run]
drv_cap = 0
warnings = 34

[min_path]
hold_path.class = input port to output port

power groups by stage:
stage | Combinational (W) | Sequential [W] | Clock (W)
6_report | 0.000239 | 0 | 0
5_1_grt | 0.000262 | 0 | 0
4_1_cts | 0.000209 | 0 | 0
synth_stat cells:
cell type,count,share of area (%)
a21o_1,1,2.8
nand2_1,2,2.8
nor2_1,3,4.1
nor2b_1,2,4.6
nand3_1,3,5.5
a211o_1,1,3.2
and2_4,1,3.2
a21oi_1,5,9.2
buf_2,1,1.8
xnor2_1,1,3.2
nand2b_1,2,4.6
a211oi_1,1,2.8
or3_1,1,2.3
o21ai_0,1,1.8
nor3b_2,1,4.6
nand3b_1,3,8.3
or3b_1,2,6.4
buf_4,2,5.5
o2bb2ai_1,2,6.4
buf_6,1,4.1
mux2i_1,1,3.7
o21ai_1,1,1.8
nor3_2,1,3.7
and4b_1,1,3.7
metal layers:
metal / wire length [um] / GRT usage [%]
met1: 649 / 5.15
met2: 571 / 5.38
met3: 92 / 1.14
met4: 0 / 0
met5: 0 / 0
repair_timing:
action / CTS / global route
hold endpoints to repair: 0 / 0
pin swaps: 10 / 9
endpoints found under the setup margin: 15 / 7
resized: 92 / 11
hold buffers: 0 / 0
setup buffers: 7 / 7
critical path, delay by kind of cell:
family / cells / cell delay (ps)
AOI/OAI and AO/OA: 1 / 270
buffers and inverters: 3 / 340
and+or+nand+nor: 1 / 190
final timing paths:
check             cells past startpoint  end  slack [ps]  from
setup / recovery                      5    G         -80  a[1]
hold / removal                        4    F         850  a[1]
kinds of logic after synthesis:
kind of cell,Yosys count,synth area share [%]
multiplexers,1,3.67
AND-OR/OR-AND,12,28.0
AND/OR/NAND/NOR,22,53.7
XOR/XNOR,1,3.21
buffers and inverters,4,11.5
layout make-up:
type,count,area share (%)
multi-input combinational,36,40.6
tap,46,7.41
timing repair buffer,44,52.0
stage by stage:
step,area (um2),utilization (%)
3_5_place_dp,594,17.4
5_1_grt,777,22.7
2_1_floorplan,273,-
6_report,777,22.7
4_1_cts,688,20.1
3_3_place_gp,594,17.4
Power figures rest on the tool's default switching activity, not on a simulated workload.
