[flow/constraint.sdc]
current_design lab_7_segment

set clk_period 2.5
set clk_io_pct 0.2

create_clock -name clk0 -period $clk_period [get_ports {clk}]

set non_clock_inputs [all_inputs -no_clocks]
set_input_delay [expr $clk_period * $clk_io_pct] -clock clk0 $non_clock_inputs
set_output_delay [expr $clk_period * $clk_io_pct] -clock clk0 [all_outputs]
[flow/config.mk]
export PLATFORM = sky130hd
export DESIGN_NAME = lab_7_segment
export DESIGN_NICKNAME = lab_7_segment
export VERILOG_FILES = /design/flow/design.v
export SDC_FILE = /design/flow/constraint.sdc
export NUM_CORES = 4
export LEC_CHECK = 1
export CORE_AREA = 10 10 70 70
export DIE_AREA = 0 0 80 80
export SYNTH_HDL_FRONTEND = slang
[flow/run.sh]
#!/bin/bash
# OpenROAD 26Q1-2900-gdf79404cd8, Yosys 0.63+post, stock flow scripts
make -C /OpenROAD-flow-scripts/flow DESIGN_CONFIG=/design/flow/config.mk WORK_HOME=/design/flow/orfs finish
[flow/design.v]
`timescale 1ns / 1ps
module lab_7_segment (
    input logic clk, reset, write, 
    input logic [2:0] sel, 
    input logic [3:0] num, 
    output logic [6:0] segments,
    output logic [7:0] anode
);
logic slow_clk;
logic [17:0] count;
always_ff @(posedge clk or posedge reset) begin
     if (reset)
         count <= 0;
     else
         count <= count + 1;
end
always_ff @(posedge clk or posedge reset) begin
    if (reset)
        slow_clk <= 0;
    else
        slow_clk <= count[19];
end
logic [2:0] display_sel;
always_ff @(posedge slow_clk or posedge reset) begin
     if (reset)
         display_sel <= 3'b000;
     else
         display_sel <= display_sel + 1;
end
assign anode = ~(8'b00000001 << display_sel);
logic [3:0] memory [7:0];
always_ff @(posedge clk or posedge reset) begin
    if (reset)
        memory <= '{default:4'b0000}; 
    else if (write)
        memory[sel] <= num;  
end
assign segments = segment(memory[display_sel]);
function logic [6:0] segment(input logic [3:0] value);
    case (value)
        4'h0: segment = 7'b1000000; 
        4'h1: segment = 7'b1111001; 
        4'h2: segment = 7'b0100100; 
        4'h3: segment = 7'b0110000; 
        4'h4: segment = 7'b0011001;
        4'h5: segment = 7'b0010010;
        4'h6: segment = 7'b0000010; 
        4'h7: segment = 7'b1111000; 
        4'h8: segment = 7'b0000000; 
        4'h9: segment = 7'b0010000; 
        4'hA: segment = 7'b0001000;
        4'hB: segment = 7'b0000011; 
        4'hC: segment = 7'b1000110;
        4'hD: segment = 7'b0100001; 
        4'hE: segment = 7'b0000110; 
        4'hF: segment = 7'b0001110;
        default: segment = 7'b1111111;
    endcase
endfunction
endmodule
==> out/qor.log <==
INFO  drt            num_vias=410
INFO  hold_path      min_delay_path_class=in2async
INFO  yosys          synthesis.area=502squm
INFO  power          power_per_cell_area=605nW/um^2
INFO  grt            vias_in_the_first_global_route=427
INFO  setup_path     critPathBufInv=2
INFO  die            floorplan.initialDensity=14.7%
INFO  die            die_height=80um
INFO  power          sequentialPowerShare=24.7%
INFO  power          clock_power_share=17.6%
INFO  drt            totalWireLength=1.16mm
INFO  finish         final_cells=120
INFO  drt            detailedRoute.firstPassIterationCount=4
INFO  die            floorplan.die_area=6400squm
INFO  power          internal_power=0.296mW
INFO  yosys          yosys_register_bits=4
INFO  setup_path     arrival=1910ps
INFO  drt            drcViolationCount=0
INFO  place          dp_cells=115
INFO  grt            antenna_found_initial=0
INFO  cts            number_of_buffers_between_clock_root_and_the_deepest_sink=2
INFO  timing         timing.fmax=415MHz
INFO  cts            cts_tree=yes
INFO  power          power_frac_comb=57.6%
INFO  yosys          synth.distinct_cells=18
INFO  timing         final-setup-viol-count=0
INFO  yosys          synth_warnings=0
INFO  setup_path     timing.rr.start=memory[3]
INFO  power          p_sw_share=32.7%
INFO  setup_path     start_to_end_type_of_the_worst_setup_path=reg2out
INFO  setup_path     worst-path-max-fanout=5
INFO  timing         timing_max_transition_violations_final=0
INFO  setup_path     cp_cell_sequence=buf_4 -> ha_1 -> mux4_2 -> clkdlybuf4s50_1
INFO  power          irDropWorstVdd=224uV
INFO  grt            grt-ovfl-total=0
INFO  finish         final_layout_size_suffix_gt1_share=20.3%
INFO  status         status=finished clean
INFO  die            design.core.area=3420squm
INFO  timing         fin_crit=2410ps
INFO  timing         rsz0062_at_grt=false
INFO  finish         area_delta_synth_final=45.1%
INFO  place          place_congestion=0.726
INFO  setup_path     worstSetupEndpointType=output port
INFO  drt            avgViaCountPerCell=3.42
INFO  die            top_level_ports=25
INFO  power          static-leakage-power=0.329nW
INFO  cts            tritoncts.num_buffers=3
INFO  setup_path     cpPeakStageDelay=470ps
INFO  die            rows=21
INFO  setup_path     r2r_slack=1480ps
INFO  cts            cts-htree-levels=1
INFO  finish         finalInstanceArea=728squm
INFO  finish         largest_register_ff_count=4
INFO  place          port_buffers=16
INFO  place          place.detailed.hpwl=999um
INFO  place          place_area=678squm
INFO  finish         seqCellArea=103squm
INFO  drt            final_antenna_net_count=0
INFO  yosys          synthCells=56
INFO  die            chipWidth=80um
INFO  job            max_cap_violations=0
INFO  yosys          yosys.stat.chipArea=502squm
INFO  drt            detail_route.wl_per_cell=9.64um
INFO  setup_path     critical_path.top_delay_family=buffers and inverters
INFO  cts            cts-root-buf=clkbuf_4
INFO  cts            cts.hold.buffers_added=0
INFO  cts            cts.sinks=4
INFO  grt            global_route_wire_length_before_repair=1.83mm
INFO  setup_path     reg2reg_depth=2
INFO  timing         portion_of_the_clock_cycle_consumed_by_the_worst_path_in_the_final_layout=96.3%
INFO  yosys          synth-cells-yosys=56
INFO  setup_path     worstSetupStartpointType=flip-flop
INFO  yosys          postSynthAreaPerCell=8.96squm
INFO  yosys          seq_area_frac_synth=20.0%
INFO  timing         hold_viol_final=0
INFO  drt            antenna_cells_inserted=0
INFO  cts            clk_transition_reported_paths=40ps
INFO  finish         nFillCells=388
INFO  timing         worst_slack=92.2ps
INFO  drt            drtIter0Drc=11
INFO  timing         final.hold.worst_slack=464ps
INFO  timing         finClkSkew=0ps
INFO  grt            global_route.usage.total=3.46%
INFO  finish         regMostFlops=memory
INFO  job            stage_log_warnings=31
INFO  finish         biggestRegsByFlops=memory: 4 flops
INFO  grt            grt_max_degree=14
INFO  power          p_sw=0.144mW
INFO  place          place_ws=188ps
INFO  finish         multi_input_comb_area=340squm
INFO  setup_path     critical_path_required=2000ps
INFO  timing         fin_setup_tns=0ps
INFO  cts            clock_insertion_delay_worst_skew=230ps
INFO  setup_path     rr_endpoint=memory[3]
INFO  setup_path     crit_slowest_cell=mux4_2
-- power by group through the flow --
stage / logic (mW) / clock network [mW] / registers (mW)
6_report: 0.254 / 0.0778 / 0.109
5_1_grt: 0.283 / 0.0938 / 0.112
4_1_cts: 0.245 / 0.0831 / 0.112
-- cells by family after synthesis --
family,count (synthesis),synth area share (%)
multiplexers,8,19.0
adder cells (fa/ha/maj),7,17.5
buffers and inverters,14,17.2
AND-OR/OR-AND,8,9.73
AND/OR/NAND/NOR,13,15.2
flip-flops,4,20.0
other,2,1.50
-- what timing repair did --
action | 4_1_cts | 5_1_grt
setup buffers | 0 | 2
endpoints found under the setup margin | 2 | 2
gates resized | 3 | 5
-- final cells by class --
| class | count | area share (%) |
|---|---|---|
| Timing Repair Buffer | 19 | 25.4 |
| Clock buffer | 3 | 3.09 |
| Sequential cell | 4 | 14.1 |
| Multi-Input combinational cell | 44 | 46.7 |
| Tap cell | 46 | 7.90 |
| Inverter | 4 | 2.75 |
-- layer usage --
layer	track usage (%)	up-vias	wire (um)
met4	0.704	0	0
met5	0	-	0
li1	-	210	-
met1	4.08	183	509
met2	5.38	17	512
met3	1.93	0	135
-- cells in the final DEF, fill, tap and decap left out, types with 2 or more instances in the layout --
cell             count
nand2_1              3
inv_1                2
mux2i_1              5
buf_4                3
a21oi_1              2
mux2_2               2
clkdlybuf4s50_1     15
ha_1                 6
o21ai_0              4
dfrtp_1              2
nor2_1               7
dfrtp_2              2
inv_4                2
conb_1               8
clkbuf_4             3
-- worst max path at each step --
stage         startpoint     endpoint  slack, ps  depth (start not counted)
CTS            memory[0]  segments[0]          2                          6
finish         memory[1]  segments[3]         90                          4
global route   memory[0]  segments[3]         20                          5
-- through the flow --
step,total power [mW],util [%]
3_5_place_dp,0.354,19.9
3_3_place_gp,0.349,19.9
5_1_grt,0.489,21.3
2_1_floorplan,0.233,-
4_1_cts,0.439,20.6
6_report,0.441,21.3
-- synth_stat cells, drive strengths merged --
cell type	n	area, sq um
inv	4	15.0
a22o	1	8.76
a32o	1	10.0
mux4	1	22.5
or3b	1	8.76
nor4b	1	23.8
nor2b	1	6.26
o21ai	4	20.0
nand2	3	11.3
mux2i	5	50.1
nor2	7	26.3
clkbuf	1	3.75
buf	9	67.6
ha	7	87.6
conb	2	7.51
a21oi	2	10.0
mux2	2	22.5
dfrtp	4	100
Power is estimated from default activity; no workload was simulated.
