`design/flow/design.v`:
```
`timescale 1ns / 1ps
module lab5_behavirol(
    input logic [3:0] a,
    input logic [2:0] sel,
    output logic A,B,C,D,E,F,G,
    output logic [7:0] AN
    );
 always_comb
        begin
            case(a)
                4'b0000 : {A,B,C,D,E,F,G} = 7'b0000001;
                4'b0001 : {A,B,C,D,E,F,G} = 7'b1001111;
                4'b0010 : {A,B,C,D,E,F,G} = 7'b0010010;
                4'b0011 : {A,B,C,D,E,F,G} = 7'b0000110;
                4'b0100 : {A,B,C,D,E,F,G} = 7'b1001100;
                4'b0101 : {A,B,C,D,E,F,G} = 7'b0100100;
                4'b0110 : {A,B,C,D,E,F,G} = 7'b0100000;
                4'b0111 : {A,B,C,D,E,F,G} = 7'b0001111;
                4'b1000 : {A,B,C,D,E,F,G} = 7'b0000000;
                4'b1001 : {A,B,C,D,E,F,G} = 7'b0000100;
                4'b1010 : {A,B,C,D,E,F,G} = 7'b0001000;
                4'b1011 : {A,B,C,D,E,F,G} = 7'b1100000;
                4'b1100 : {A,B,C,D,E,F,G} = 7'b0110001;
                4'b1101 : {A,B,C,D,E,F,G} = 7'b1000010;
                4'b1110 : {A,B,C,D,E,F,G} = 7'b0110000;
                4'b1111 : {A,B,C,D,E,F,G} = 7'b0111000;
            endcase
        end
        always_comb
            begin
                case(sel)
                    3'b000 : AN = 8'b11111110;
                    3'b001 : AN = 8'b11111101;
                    3'b010 : AN = 8'b11111011;
                    3'b011 : AN = 8'b11110111;
                    3'b100 : AN = 8'b11101111;
                    3'b101 : AN = 8'b11011111;
                    3'b110 : AN = 8'b10111111;
                    3'b111 : AN = 8'b01111111;
                endcase
            end
endmodule
```
`design/flow/run.sh`:
```
#!/bin/bash
# OpenROAD 26Q1-2900-gdf79404cd8, Yosys 0.63+post, stock flow scripts
make -C /OpenROAD-flow-scripts/flow DESIGN_CONFIG=/design/flow/config.mk WORK_HOME=/design/flow/orfs finish
```
`design/flow/config.mk`:
```
export PLATFORM = sky130hd
export DESIGN_NAME = lab5_behavirol
export DESIGN_NICKNAME = lab5_behavirol
export VERILOG_FILES = /design/flow/design.v
export SDC_FILE = /design/flow/constraint.sdc
export NUM_CORES = 4
export LEC_CHECK = 1
export CORE_AREA = 10 10 70 70
export DIE_AREA = 0 0 80 80
export SYNTH_HDL_FRONTEND = slang
```
`design/flow/constraint.sdc`:
```
current_design lab5_behavirol

set clk_period 1.6
set clk_io_pct 0.2

create_clock -name clk0 -period $clk_period

set non_clock_inputs [all_inputs -no_clocks]
set_input_delay [expr $clk_period * $clk_io_pct] -clock clk0 $non_clock_inputs
set_output_delay [expr $clk_period * $clk_io_pct] -clock clk0 [all_outputs]
```
==> impl_metrics.prom <==
# HELP chip_impl_metric Synthesis and place-and-route metrics
# TYPE chip_impl_metric gauge
chip_impl_info{name="worst-setup-path-type",value="in -> out"} 1
chip_impl_metric{name="flow.area_growth_from_synthesis",unit="%"} 141
chip_impl_metric{name="cell_internal_pwr",unit="µW"} 111
chip_impl_info{name="top_area_cell",value="sky130_fd_sc_hd__ha_1"} 1
chip_impl_metric{name="die_y",unit="µm"} 80
chip_impl_metric{name="switchingPower",unit="µW"} 70.2
chip_impl_metric{name="avgViaCountPerCell",unit=""} 3.48
chip_impl_metric{name="syn-instance-count",unit=""} 41
chip_impl_metric{name="postCtsHoldBufs",unit=""} 0
chip_impl_metric{name="syn_area",unit="µm²"} 334
chip_impl_metric{name="worstPathMaxFanout",unit=""} 4
chip_impl_metric{name="finalCritPeriodShare",unit="%"} 104
chip_impl_info{name="min_to",value="AN[2]"} 1
chip_impl_metric{name="worstHoldPathCells",unit=""} 3
chip_impl_info{name="min-delay-path-class",value="in -> out"} 1
chip_impl_metric{name="maxSlewViolCount",unit=""} 0
chip_impl_metric{name="total_power",unit="µW"} 181
chip_impl_metric{name="setup_viol",unit=""} 2
chip_impl_metric{name="dp_hpwl",unit="µm"} 1010
chip_impl_info{name="netlist_top_cells_count",value="7 x sky130_fd_sc_hd__ha_1, 6 x sky130_fd_sc_hd__nor2_1, 4 x sky130_fd_sc_hd__mux2i_1"} 1
chip_impl_metric{name="critical_path.max_stage_delay",unit="ns"} 0.34
chip_impl_metric{name="count_of_endpoints_failing_hold_in_the_final_timing_report",unit=""} 0
chip_impl_metric{name="wl_per_cell",unit="µm"} 10.9
chip_impl_metric{name="lkg_pwr",unit="µW"} 0.000344
chip_impl_metric{name="worstPathBufferInverterCount",unit=""} 3
chip_impl_metric{name="die_w",unit="µm"} 80
chip_impl_metric{name="grt_first_pass_wirelength",unit="µm"} 2150
chip_impl_metric{name="avgSynthCellArea",unit="µm²"} 8.15
chip_impl_metric{name="initial_antenna_violation_count",unit=""} 0
chip_impl_metric{name="final.clkbuf_count",unit=""} 0
chip_impl_metric{name="placement.io_buffers",unit=""} 22
chip_impl_metric{name="grt_util_all_layers",unit="%"} 3.98
chip_impl_metric{name="power.switching_fraction",unit="%"} 38.7
chip_impl_info{name="dominant_cell_by_count_in_the_synthesized_netlist",value="sky130_fd_sc_hd__ha_1"} 1
chip_impl_metric{name="worst_slew_margin_rel",unit="%"} 86.2
chip_impl_metric{name="share_seq_of_total_power",unit="%"} 0
chip_impl_info{name="failing_checks",value="negative setup slack"} 1
chip_impl_metric{name="layout.area.seq",unit="µm²"} 0
chip_impl_metric{name="die_area",unit="µm²"} 6400
chip_impl_metric{name="drt_iter0_markers",unit=""} 30
chip_impl_metric{name="max-cap-violations",unit=""} 0
chip_impl_metric{name="final_critical_path_setup_slack",unit="ns"} -0.0689
chip_impl_metric{name="layout-drive-gt1-share",unit="%"} 55.1
chip_impl_info{name="status",value="finished, violations left"} 1
chip_impl_info{name="topCellsByArea",value="sky130_fd_sc_hd__ha_1 26%, sky130_fd_sc_hd__mux2i_1 12%, sky130_fd_sc_hd__mux4_1 7.9%"} 1
chip_impl_metric{name="floorplan.core_area",unit="µm²"} 3420
chip_impl_metric{name="total_cells_reported_by_yosys_after_synthesis",unit=""} 41
chip_impl_metric{name="critical_path_cell_count",unit=""} 7
chip_impl_metric{name="drc",unit=""} 0
chip_impl_metric{name="ir_drop",unit="mV"} 0.0390
chip_impl_metric{name="combPwrFrac",unit="%"} 100.0
chip_impl_metric{name="floorplan.initialDensity",unit="%"} 9.78
chip_impl_metric{name="design.seq.count",unit=""} 0
chip_impl_metric{name="grt_pass1_vias",unit=""} 468
chip_impl_metric{name="whs",unit="ns"} 1.07
chip_impl_metric{name="yosys_area",unit="µm²"} 334
chip_impl_metric{name="place.gp.congestion",unit=""} 0.682
chip_impl_metric{name="grt_max_degree",unit=""} 9
chip_impl_info{name="crit_slowest_cell",value="sky130_fd_sc_hd__or3b_1"} 1
chip_impl_metric{name="antenna_left",unit=""} 0
chip_impl_info{name="worstHoldStart",value="sel[0]"} 1
chip_impl_metric{name="netlist.area_leader.share",unit="%"} 26.2
chip_impl_metric{name="synthesis.yosys.warnings",unit=""} 0
chip_impl_metric{name="first_pass_iters",unit=""} 2
chip_impl_metric{name="global_route.overflow_total",unit=""} 0
chip_impl_metric{name="drt-total-wl",unit="µm"} 1350
chip_impl_metric{name="clkPwrFrac",unit="%"} 0
chip_impl_info{name="grt_setup_unrepaired",value="yes"} 1
chip_impl_metric{name="fin_util",unit="%"} 23.6
chip_impl_metric{name="crit_required",unit="ns"} 1.28
chip_impl_info{name="critPathLaunchType",value="input port"} 1
chip_impl_metric{name="dpl_worst_slack",unit="ns"} -0.935
chip_impl_info{name="timing.critical_path.cells",value="buf_8, inv_8, ha_4, and2b_2, or3b_1, o21ai_1, buf_2"} 1
chip_impl_metric{name="worstPathArrival",unit="ns"} 1.35
chip_impl_metric{name="yosys.cell_types.count",unit=""} 19
chip_impl_metric{name="tightest_slew",unit="ns"} 0.201
chip_impl_metric{name="nFillCells",unit=""} 367
chip_impl_metric{name="antenna-diode-count",unit=""} 0
chip_impl_metric{name="power.density_cell_area",unit="nW/µm²"} 225
chip_impl_metric{name="finalCriticalPeriod",unit="ns"} 1.67
chip_impl_metric{name="synth_sequential_area_ratio",unit="%"} 0
chip_impl_info{name="timing.critical_path.max_delay_family",value="simple AND/OR/NAND/NOR gates"} 1
chip_impl_info{name="setup.worst_path.end_class",value="primary output"} 1
chip_impl_metric{name="num_io_pins",unit=""} 22
chip_impl_metric{name="achievable-frequency",unit="GHz"} 0.599
chip_impl_metric{name="stage_log_warnings",unit=""} 40
chip_impl_metric{name="core_rows",unit=""} 21
chip_impl_metric{name="via_count",unit=""} 432
-- kinds of logic (layout without fill, tap and decap cells) --
| logic type | after synthesis | in the layout | synth area share [%] |
|---|---|---|---|
| buffers and inverters | 5 | 42 | 8.24 |
| adder cells (fa/ha/maj) | 7 | 7 | 26.2 |
| AND/OR/NAND/NOR | 17 | 17 | 29.6 |
| multiplexers | 6 | 6 | 23.2 |
| AND-OR/OR-AND | 6 | 6 | 12.7 |
-- metal layers --
metal	global-route usage, %	wire (µm)	vias up
li1	-	-	222
met1	4.24	525	208
met2	8.59	814	2
met3	0.114	14	0
met4	0	0	0
met5	0	0	-
-- how the worst max path moves through the flow --
stage	end	slack, ns	from
global route	A	-0.11	a[1]
finish	A	-0.07	a[1]
CTS	A	-0.08	a[1]
-- repair_timing --
item                       in CTS  in global routing
setup endpoints to repair      15                 10
buffers inserted                3                  0
cloned                          1                  0
resized                        73                  8
pin swaps                       8                  5
-- power by group through the flow --
stage	sequential (µW)	clock, µW	combinational (µW)
after CTS	0	0	175
after global routing	0	0	199
final	0	0	181
-- metrics by stage --
stage / TNS, ns / area, µm² / std cells
final: -0.0843 / 806 / 124
after global routing: -0.281 / 806 / 124
after global placement: -7.98 / 693 / 120
after CTS: -0.173 / 786 / 124
after floorplan: 0 / 334 / 41
after detailed placement: -8.24 / 693 / 120
-- area by class of cell --
type	instances	area [µm²]	area share, %
inverter	3	23.8	2.95
multi-input combinational	36	377	46.7
tap	46	57.6	7.14
timing repair buffer	39	348	43.2
-- placed cells by master, fill, tap and decap left out, drive strengths merged --
master,Yosys,routed
o21ai,2,2
clkdlybuf4s15,0,2
a21oi,1,1
ha,7,7
or3,1,1
buf,2,25
inv,3,3
nand3b,3,3
mux2i,4,4
mux4,1,1
a22o,2,2
mux2,1,1
clkbuf,0,1
a32o,1,1
or3b,3,3
nand3,1,1
clkdlybuf4s50,0,5
nor2,6,6
dlygate4sd2,0,6
and2b,1,1
nand2,2,2
Power figures rest on the tool's default switching activity, not on a simulated workload.
